==> flow/config.mk <==
export PLATFORM = sky130hd
export DESIGN_NAME = master
export DESIGN_NICKNAME = master
export VERILOG_FILES = /design/flow/design.v
export SDC_FILE = /design/flow/constraint.sdc
export NUM_CORES = 4
export LEC_CHECK = 1
export CORE_UTILIZATION = 30
==> flow/constraint.sdc <==
current_design master

set clk_period 7.0
set clk_io_pct 0.2

create_clock -name clk0 -period $clk_period [get_ports {clk}]

set non_clock_inputs [all_inputs -no_clocks]
set_input_delay [expr $clk_period * $clk_io_pct] -clock clk0 $non_clock_inputs
set_output_delay [expr $clk_period * $clk_io_pct] -clock clk0 [all_outputs]
==> flow/design.v <==
	module master #(
		 parameter DIVIDER = 100
	)(
		 input logic clk,
		 input logic rst_n,
		 input logic start,
		 input logic rw,
		 input logic [6:0] slave_address,
		 input logic [11:0] data_in,
		 output logic busy,
		 output logic ack_error,
		 output logic [11:0] data_out,
		 inout logic scl,
		 inout logic sda
	);
	logic scl_out;
	logic sda_out;
	logic sda_oe;
	logic sda_in_sync1, sda_in_sync2;
	logic scl_sync1, scl_sync2;
	logic [3:0] bit_count;
	logic [$clog2(DIVIDER)-1:0] scl_count;
	logic [7:0] shift_reg;
	logic [11:0] data_reg;
	logic [11:0] read_buffer;
	logic byte_count;
	logic scl_enable;
	logic rw_reg;
	logic ack_sampled;  
	assign sda = sda_oe ? sda_out : 1'bz;
	assign scl = (scl_enable && !scl_out) ? 1'b0 : 1'bz;
	always_ff @(posedge clk or negedge rst_n) begin
		 if (!rst_n) begin
			  sda_in_sync1 <= 1'b1;
			  sda_in_sync2 <= 1'b1;
			  scl_sync1 <= 1'b1;
			  scl_sync2 <= 1'b1;
		 end else begin
			  sda_in_sync1 <= sda;
			  sda_in_sync2 <= sda_in_sync1;
			  scl_sync1 <= scl;
			  scl_sync2 <= scl_sync1;
		 end
	end
	always_ff @(posedge clk or negedge rst_n) begin
		 if (!rst_n) begin
			  scl_count <= 0;
			  scl_out <= 1'b1;
		 end
		 else if (scl_enable) begin
			  if (scl_count == DIVIDER-1) begin
					scl_out <= ~scl_out;
					scl_count <= 0;
			  end
			  else begin
					scl_count <= scl_count + 1;
			  end
		 end
		 else begin
			  scl_count <= 0;
			  scl_out <= 1'b1;
		 end
	end
	typedef enum logic [3:0] {
		 IDLE,
		 START,
		 ADDR,
		 ACK_ADDR,
		 WRITE_DATA,
		 ACK_WRITE,
		 READ_DATA,
		 ACK_READ,
		 STOP
	} state_t;
	state_t state, next_state;
	always_ff @(posedge clk or negedge rst_n) begin
		 if (!rst_n)
			  state <= IDLE;
		 else
			  state <= next_state;
	end
	always_comb begin
		 next_state = state;
		 case (state)
			  IDLE: begin
					if (start)
						 next_state = START;
			  end
			  START: begin
					if (scl_count == DIVIDER-1 && !scl_out)
						 next_state = ADDR;
			  end
			  ADDR: begin
					if (bit_count == 8 && scl_count == DIVIDER-1 && !scl_out)    
						 next_state = ACK_ADDR;
			  end
			  ACK_ADDR: begin
					if (scl_count == DIVIDER-1 && !scl_out) begin
						 if (ack_error)   
							  next_state = STOP;
						 else if (rw_reg)
							  next_state = READ_DATA;
						 else
							  next_state = WRITE_DATA;
					end
			  end
			  WRITE_DATA: begin
					if (bit_count == 8 && scl_count == DIVIDER-1 && !scl_out)
						 next_state = ACK_WRITE;
			  end
			  ACK_WRITE: begin
					if (scl_count == DIVIDER-1 && !scl_out) begin
						 if (byte_count == 1)                                 
							  next_state = STOP;
						 else
							  next_state = WRITE_DATA;
					end
			  end
			  READ_DATA: begin
					if (bit_count == 8 && scl_count == DIVIDER-1 && !scl_out)
						 next_state = ACK_READ;
			  end
			  ACK_READ: begin
					if (scl_count == DIVIDER-1 && !scl_out) begin
						 if (byte_count == 1)                                 
							  next_state = STOP;
						 else
							  next_state = READ_DATA;
					end
			  end
			  STOP: begin
					if (scl_count == DIVIDER-1 && scl_out)
						 next_state = IDLE;
			  end
			  default: next_state = IDLE;
		 endcase
	end
	always_ff @(posedge clk or negedge rst_n) begin
		 if (!rst_n) begin
			  busy <= 1'b0;
			  ack_error <= 1'b0;
			  bit_count <= 4'h0;
			  byte_count <= 1'b0;
			  sda_out <= 1'b1;      
			  sda_oe <= 1'b0;
			  shift_reg <= 8'h00;
			  data_out <= 12'h000;
			  data_reg <= 12'h000;
			  read_buffer <= 12'h000;
			  rw_reg <= 1'b0;
			  scl_enable <= 1'b0;
			  ack_sampled <= 1'b0;
		 end
		 else begin
			  case (state)
					IDLE: begin
						 ack_error <= 1'b0;
						 bit_count <= 4'h0;
						 byte_count <= 1'b0;
						 sda_out <= 1'b1;      
						 sda_oe <= 1'b0;
						 scl_enable <= 1'b0;
						 ack_sampled <= 1'b0;
						 if (start) begin
							  data_reg <= data_in;
							  rw_reg <= rw;
							  busy <= 1'b1;
							  scl_enable <= 1'b1;
							  read_buffer <= 12'h000;
							  shift_reg <= {slave_address, rw};
						 end
						 else begin
							  busy <= 1'b0;
						 end
					end
					START: begin
						 if (scl_count == 0 && scl_out) begin
							  sda_out <= 1'b0;
							  sda_oe <= 1'b1;
						 end
						 if (next_state == ADDR) begin
							  bit_count <= 4'h0;
							  sda_out <= shift_reg[7];
							  sda_oe <= 1'b1;
						 end
					end
					ADDR: begin
						 if (scl_count == 0 && !scl_out && bit_count < 8) begin
							  sda_out <= shift_reg[7 - bit_count];
							  sda_oe <= 1'b1;
						 end
						 if (scl_count == DIVIDER/2 && scl_out && bit_count < 8) begin
							  bit_count <= bit_count + 4'h1;
						 end
						 if (next_state == ACK_ADDR) begin
							  sda_oe <= 1'b0;                                  
							  ack_sampled <= 1'b0;                             
						 end
					end
					ACK_ADDR: begin
						 sda_oe <= 1'b0;
						 if (scl_count == DIVIDER/2 && scl_out && !ack_sampled) begin
							  if (sda_in_sync2) begin
									ack_error <= 1'b1;
							  end else begin
									ack_error <= 1'b0;                           
							  end
							  ack_sampled <= 1'b1;                             
						 end
						 if (next_state == WRITE_DATA) begin
							  bit_count <= 4'h0;
							  byte_count <= 1'b0;
							  shift_reg <= data_reg[11:4];
							  sda_out <= data_reg[11];                         
							  sda_oe <= 1'b1;                                  
						 end
						 else if (next_state == READ_DATA) begin
							  bit_count <= 4'h0;
							  byte_count <= 1'b0;
							  shift_reg <= 8'h00;
							  sda_out <= 1'b0;                                 
							  sda_oe <= 1'b0;                                  
						 end
					end
					WRITE_DATA: begin
						 if (scl_count == 0 && !scl_out && bit_count < 8) begin
							  sda_out <= shift_reg[7 - bit_count];
							  sda_oe <= 1'b1;
						 end
						 if (scl_count == DIVIDER/2 && scl_out && bit_count < 8) begin
							  bit_count <= bit_count + 4'h1;
						 end
						 if (next_state == ACK_WRITE) begin
							  sda_oe <= 1'b0;
							  ack_sampled <= 1'b0;                             
						 end
					end
					ACK_WRITE: begin
						 sda_oe <= 1'b0;
						 if (scl_count == DIVIDER/2 && scl_out && !ack_sampled) begin
							  if (sda_in_sync2) begin
									ack_error <= 1'b1;
							  end
							  ack_sampled <= 1'b1;
						 end
						 if (next_state == WRITE_DATA) begin
							  bit_count <= 4'h0;
							  byte_count <= 1'b1;
							  shift_reg <= {data_reg[3:0], 4'h0};
							  sda_out <= data_reg[3];  
							  sda_oe <= 1'b1;                                  
						 end
					end
					READ_DATA: begin
						 if (scl_count == DIVIDER/2 && scl_out && bit_count < 8) begin
							  shift_reg[7 - bit_count] <= sda_in_sync2;
						 end
						 if (scl_count == DIVIDER-1 && !scl_out && bit_count < 8) begin
							  bit_count <= bit_count + 4'h1;
						 end
						 if (bit_count == 8 && scl_count == 0 && !scl_out) begin
							  if (byte_count == 0) begin
									read_buffer[11:4] <= shift_reg;
							  end
							  else begin
									read_buffer[3:0] <= shift_reg[7:4];
							  end
						 end
						 if (next_state == ACK_READ) begin
							  sda_out <= (byte_count == 1) ? 1'b1 : 1'b0;      
							  sda_oe <= 1'b1;                                  
						 end
						 else begin
							  sda_oe <= 1'b0;                                  
						 end
					end
					ACK_READ: begin
						 if (next_state == READ_DATA) begin
							  bit_count <= 4'h0;
							  byte_count <= 1'b1;
							  shift_reg <= 8'h00;
							  sda_oe <= 1'b0;                                  
							  sda_out <= 1'b1;
						 end
						 else if (next_state == STOP) begin
							  sda_oe <= 1'b0;                                  
							  data_out <= read_buffer;
						 end
						 else begin
							  sda_oe <= 1'b1;
						 end
					end
					STOP: begin
						 if (scl_count == 0 && !scl_out) begin
							  sda_out <= 1'b0;
							  sda_oe <= 1'b1;
						 end
						 if (scl_count == DIVIDER/2 && scl_out) begin
							  sda_out <= 1'b1;
						 end
						 if (next_state == IDLE) begin
							  sda_oe <= 1'b0;
							  scl_enable <= 1'b0;
							  busy <= 1'b0;
						 end
					end
					default: begin
						 sda_oe <= 1'b0;
					end
			  endcase
		 end
	end
	endmodule
==> flow/run.sh <==
#!/bin/bash
# OpenROAD 26Q1-2900-gdf79404cd8, Yosys 0.63+post, stock flow scripts
make -C /OpenROAD-flow-scripts/flow DESIGN_CONFIG=/design/flow/config.mk WORK_HOME=/design/flow/orfs finish
==> metrics.yaml <==
yosys:
  post_synth_main_area_contributors: "sky130_fd_sc_hd__dfrtp_1, sky130_fd_sc_hd__mux2_2, sky130_fd_sc_hd__dfstp_2"
  enable_flop_cells: 0
  synthCells: 388
  synthesized_area_divided_by_synthesized_cell_count_um2: 10.4
  yosysTopAreaCellShare_pct: 42.0
  syn_std_cell_area_um2: 4050
  synth-warning-count: 3
  async_sr_flop_fraction_pct: 100
  ys_seq_share_pct: 45.3
  yosysUniqueCellTypes: 71
  yosys_area_um2: 4050
  post-synth-top-area-cell: "sky130_fd_sc_hd__dfrtp_1"
  ys_dominant_reg_cell: "sky130_fd_sc_hd__dfrtp_1"
  yosysCellCount: 388
  synth_flop_count: 73
clock_tree:
  tritoncts.num_buffers: 9
  count_of_h_tree_levels_built_during_cts: 3
  post_cts_resized: 0
  cts-root-to-sink-buffers: 2
  cts_hold_buf: 0
  post_cts_buffers: 0
  number_of_sinks_on_the_clock_net: 73
  ctsRootBufferMaster: "sky130_fd_sc_hd__clkbuf_16"
placed_design:
  numPortBuffers: 36
  routabilityCongestion: 0.944
  detailed_place_hpwl_um: 7340
  post-place-ws_ns: 3.02
outcome:
  last-stage-reached: "clock tree synthesis (4_1_cts)"
  flow.first_error: "[error] [KeplerFormal.cpp:679] Workflow failed: Iso has multiple drivers: .sda0, sda$_DFFE_PN1P_.Q0"
  result_of_the_run: "stopped before the end"
die:
  fp_util_pct: 30.7
  die_span_in_y_um: 118
  dieWidth_um: 118
  row_count: 42
  total_i_o_pin_count: 39
==> cell families after synthesis <==
group           after synthesis  share of synthesized area [%]
buf+inv                      34                           3.61
flops                        73                           45.3
mux                          41                           11.7
fa+ha+maj                    10                           3.09
other cells                   1                         0.0926
simple gates                137                           19.1
compound gates               85                           15.7
xor+xnor                      7                           1.51
==> metrics by stage <==
step / total power (W) / std cells / instance area [um2]
after detailed placement: 0.000536 / 584 / 4560
after global placement: 0.000535 / 584 / 4560
after floorplan: 0.000500 / 388 / 4050
==> Yosys cell counts (8+ instances only) <==
master	count
sky130_fd_sc_hd__clkbuf_1	11
sky130_fd_sc_hd__nor2_1	30
sky130_fd_sc_hd__inv_1	14
sky130_fd_sc_hd__a21oi_1	10
sky130_fd_sc_hd__dfrtp_1	68
sky130_fd_sc_hd__o21ai_0	20
sky130_fd_sc_hd__nand2_1	30
sky130_fd_sc_hd__ha_1	10
sky130_fd_sc_hd__mux2_2	30
sky130_fd_sc_hd__nand3_1	16
sky130_fd_sc_hd__mux2i_1	9
sky130_fd_sc_hd__nor3_1	10
sky130_fd_sc_hd__a22o_1	8
Power is estimated from default activity; no workload was simulated.

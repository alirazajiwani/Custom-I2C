==> ./design.v <==
module slave #(
    parameter [6:0] SLAVE_ADDR = 7'h50
)(
    input logic clk,
    input logic rst_n,
    inout logic scl,
    inout logic sda,
    output logic [11:0] rx_data,
    output logic data_valid
);
logic sda_sync1, sda_sync2, scl_sync1, scl_sync2;
logic sda_prev, scl_prev;
logic [7:0] shift_reg;
logic [3:0] bit_count_addr;
logic [3:0] bit_count_data;
logic [11:0] internal_memory;
logic addr_match, rw_bit, byte_count;
logic sda_out;                           
logic sda_oe;                            
assign sda = sda_oe ? sda_out : 1'bz;
always_ff @(posedge clk or negedge rst_n) begin
    if (!rst_n) begin
        scl_sync1 <= 1'b1;
        scl_sync2 <= 1'b1;                                          
        scl_prev  <= 1'b1;              
        sda_sync1 <= 1'b1;
        sda_sync2 <= 1'b1;
        sda_prev  <= 1'b1;
    end else begin
        scl_sync1 <= scl;
        scl_sync2 <= scl_sync1;
        scl_prev  <= scl_sync2;
        sda_sync1 <= sda;
        sda_sync2 <= sda_sync1;
        sda_prev  <= sda_sync2;
    end
end
wire scl_rising  = !scl_prev && scl_sync2;                           
wire scl_falling = scl_prev && !scl_sync2;                           
wire start_cond  = sda_prev && !sda_sync2 && scl_sync2;
wire stop_cond   = !sda_prev && sda_sync2 && scl_sync2;
typedef enum logic [2:0] {
    IDLE, 
    ADDR, 
    ACK_ADDR, 
    DATA, 
    ACK_DATA
} state_t;
state_t state, next_state;
always_ff @(posedge clk or negedge rst_n) begin
    if (!rst_n) begin
        state <= IDLE;
    end 
    else begin
        if (stop_cond && (state == IDLE || state == ACK_ADDR || state == ACK_DATA)) begin
            state <= IDLE;
        end
        else if (start_cond && state == IDLE) begin
            state <= ADDR;
        end
        else begin
            state <= next_state;
        end
    end
end
always_comb begin
    next_state = state;
    case (state)
        IDLE:     next_state = IDLE;
        ADDR: begin
            if (bit_count_addr >= 8 && scl_falling)
                next_state = ACK_ADDR;
        end
        ACK_ADDR: begin
            if (scl_falling)
                next_state = addr_match ? DATA : IDLE;
        end
        DATA: begin
            if (bit_count_data >= 8 && scl_falling)
                next_state = ACK_DATA;
        end
        ACK_DATA: begin
            if (scl_falling) begin
                if (rw_bit) begin
                    if (byte_count == 0)
                        next_state = DATA;
                    else if (byte_count == 1)
                        next_state = IDLE;
                end 
                else begin
                    if (byte_count == 0)
                        next_state = DATA;
                    else if (byte_count == 1)
                        next_state = IDLE;
                end
            end
        end
        default: next_state = IDLE;
    endcase
end
always_ff @(posedge clk or negedge rst_n) begin
    if (!rst_n) begin
        sda_out <= 1'b1;
        sda_oe <= 1'b0;
        bit_count_addr <= 4'h0;
        bit_count_data <= 4'h0;
        byte_count <= 1'b0;
        shift_reg <= 8'h00;
        internal_memory <= 12'h000;
        rx_data <= 12'h000;
        addr_match <= 1'b0;
        rw_bit <= 1'b0;
        data_valid <= 1'b0;
    end 
    else begin
        case (state)
            IDLE: begin
                sda_oe <= 1'b0;
                sda_out <= 1'b1;
                bit_count_addr <= 4'h0;
                bit_count_data <= 4'h0;
                byte_count <= 1'b0;
                shift_reg <= 8'h00;
                addr_match <= 1'b0;
                rw_bit <= 1'b0;
                data_valid <= 1'b0;
            end
            ADDR: begin
                sda_oe <= 1'b0;
                if (scl_rising && bit_count_addr < 8) begin
                    shift_reg[7 - bit_count_addr] <= sda_sync2;
                    bit_count_addr <= bit_count_addr + 4'h1;
                end
                if (bit_count_addr == 8) begin
                    addr_match <= (shift_reg[7:1] == SLAVE_ADDR);
                    rw_bit <= shift_reg[0];
                end
            end
            ACK_ADDR: begin
                if (addr_match) begin
                    sda_out <= 1'b0;
                    sda_oe <= 1'b1;
                end else begin
                    sda_oe <= 1'b0;
                end
                if (scl_falling) begin
                    sda_oe <= 1'b0;
                    bit_count_data <= 4'h0;
                    if (addr_match && rw_bit) begin
                        shift_reg <= internal_memory[11:4];
                    end else begin
                        shift_reg <= 8'h00;
                    end
                end
            end
            DATA: begin
                if (rw_bit) begin
                    if (bit_count_data < 8) begin
                        if (scl_falling || !scl_sync2) begin
                            sda_out <= shift_reg[7 - bit_count_data];
                            sda_oe <= 1'b1;
                        end
                    end 
                    else begin
                        sda_oe <= 1'b0;
                    end
                    if (scl_falling && bit_count_data < 8) begin
                        bit_count_data <= bit_count_data + 4'h1;
                    end
                end 
                else begin
                    sda_oe <= 1'b0;
                    if (scl_rising && bit_count_data < 8) begin
                        shift_reg[7 - bit_count_data] <= sda_sync2;
                        bit_count_data <= bit_count_data + 4'h1;
                    end
                end
            end
            ACK_DATA: begin
                if (!rw_bit) begin
                    sda_out <= 1'b0;
                    sda_oe <= 1'b1;
                    if (scl_rising) begin
                        if (byte_count == 0) begin
                            internal_memory[11:4] <= shift_reg;
                            shift_reg <= 8'h00;
                        end 
                        else if (byte_count == 1) begin
                            internal_memory[3:0] <= shift_reg[7:4];
                            rx_data <= {internal_memory[11:4], shift_reg[7:4]};
                            data_valid <= 1'b1;
                        end
                    end
                    if (scl_falling) begin
                        sda_oe <= 1'b0;
                        bit_count_data <= 4'h0;
                        if (byte_count == 0) byte_count <= 1'b1;
                    end
                end 
                else begin
                    sda_oe <= 1'b0;
                    if (scl_falling) begin
                        bit_count_data <= 4'h0;
                        if (byte_count == 0) begin
                            byte_count <= 1'b1;
                            shift_reg <= {internal_memory[3:0], 4'h0};
                        end
                    end
                end
            end
            default: begin
                sda_oe <= 1'b0;
            end
        endcase
    end
end
endmodule
==> ./run.sh <==
#!/bin/bash
# OpenROAD 26Q1-2900-gdf79404cd8, Yosys 0.63+post, stock flow scripts
make -C /OpenROAD-flow-scripts/flow DESIGN_CONFIG=/design/flow/config.mk WORK_HOME=/design/flow/orfs finish
==> ./config.mk <==
export PLATFORM = sky130hd
export DESIGN_NAME = slave
export DESIGN_NICKNAME = slave
export VERILOG_FILES = /design/flow/design.v
export SDC_FILE = /design/flow/constraint.sdc
export NUM_CORES = 4
export LEC_CHECK = 1
export CORE_UTILIZATION = 30
==> ./constraint.sdc <==
current_design slave

set clk_period 4.3
set clk_io_pct 0.2

create_clock -name clk0 -period $clk_period [get_ports {clk}]

set non_clock_inputs [all_inputs -no_clocks]
set_input_delay [expr $clk_period * $clk_io_pct] -clock clk0 $non_clock_inputs
set_output_delay [expr $clk_period * $clk_io_pct] -clock clk0 [all_outputs]
==> changes_impl.md <==
### Changed

- Cells after synthesis: around 320
- Clk root buf: clkbuf_8
- Synth async-reset ratio: 100%
- I/O pin count: 17
- Fail Step: 4_1_cts
- Registers, synthesis: roughly 52
- Number of synthesized flops with an enable pin: 0
- Synth Warn #: 2
- Yosys chip area: 3230 um^2
- Endpoints left unconstrained: 1
- TritonCTS Buffers: 5
- Clk sinks: between 50 and 60
- IO buf count: 14
- Synth mux share: about an eighth
- Row cnt: 37
- Cell total in the yosys stat output: around 320
- Most area-hungry cell type in the Yosys netlist: dfrtp_1
- Adder Share, Synth: under 10%
- Cells after DPL: approximately 460
- Post-synth seq share: between 40% and 50%
- Top non-seq family: simple AND/OR/NAND/NOR gates
- Top FF cell, synth: dfrtp_1
- Status: aborted with a tool error
- Die H: 106 um
- Die Width: roughly 110 um
- Post-synth top cells: dfrtp_1 (44), nand2_1 (40), mux2_2 (21)
- Placed inst area: around 3400 um^2
- Post-DP HPWL: between 5 and 6 mm
- Hold-fix buffers, CTS: 0
- Count leader, synth: dfrtp_1
- # Post-CTS Setup Buffers: 0
- Syn Std Cell Area: 3230 um^2
- Synth Area in XOR/XNOR: under 10%
- Yosys aoi share: 12.6%
- CTS H-tree lvls: 2
- Max clock buf depth: 2
- Fp util: 31.2%
- Simple share: between 20% and 30%
- Synthesized area per cell: roughly 10 um^2
- Max-area cell share: approximately a third
- GPL Wtd Cong: 0.896
- Synth cell types: between 50 and 60
- Post-synth area hogs: dfrtp_1 (34%), mux2_2 (7.3%), dfstp_2 (6.5%)
- Post-CTS Resized: 0
- First error: [error] [KeplerFormal.cpp:679] Workflow failed: Iso has multiple drivers: .sda0, sda$_DFFE_PN1P_.Q0
[logic make-up after synthesis]
group	after synthesis
compound gates	58
xor+xnor	4
fa+ha+maj	14
buf+inv	33
flops	52
mux	37
simple gates	125
[through the flow]
stage / setup slack (ps) / utilization [%]
2_1_floorplan: 1880 / -
3_3_place_gp: 1620 / 33.2
3_5_place_dp: 1590 / 33.2
